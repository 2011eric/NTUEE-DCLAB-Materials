### ./run.sh
#!/bin/bash
# OpenROAD 26Q1-2900-gdf79404cd8, Yosys 0.63+post, stock flow scripts
make -C /OpenROAD-flow-scripts/flow DESIGN_CONFIG=/design/flow/config.mk WORK_HOME=/design/flow/orfs finish
### ./config.mk
export PLATFORM = sky130hd
export DESIGN_NAME = DE2_115
export DESIGN_NICKNAME = DE2_115
export VERILOG_FILES = /design/flow/design.v
export SDC_FILE = /design/flow/constraint.sdc
export NUM_CORES = 4
export LEC_CHECK = 1
export CORE_AREA = 10 10 190 190
export DIE_AREA = 0 0 200 200
### ./constraint.sdc
current_design DE2_115

set clk_period 5.9
set clk_io_pct 0.2

create_clock -name clk0 -period $clk_period [get_ports {CLOCK_50}]

set non_clock_inputs [all_inputs -no_clocks]
set_input_delay [expr $clk_period * $clk_io_pct] -clock clk0 $non_clock_inputs
set_output_delay [expr $clk_period * $clk_io_pct] -clock clk0 [all_outputs]
### ./design.v
module DE2_115 (
	input CLOCK_50,
	input CLOCK2_50,
	input CLOCK3_50,
	input ENETCLK_25,
	input SMA_CLKIN,
	output SMA_CLKOUT,
	output [8:0] LEDG,
	output [17:0] LEDR,
	input [3:0] KEY,
	input [17:0] SW,
	output [6:0] HEX0,
	output [6:0] HEX1,
	output [6:0] HEX2,
	output [6:0] HEX3,
	output [6:0] HEX4,
	output [6:0] HEX5,
	output [6:0] HEX6,
	output [6:0] HEX7,
	output LCD_BLON,
	inout [7:0] LCD_DATA,
	output LCD_EN,
	output LCD_ON,
	output LCD_RS,
	output LCD_RW,
	output UART_CTS,
	input UART_RTS,
	input UART_RXD,
	output UART_TXD,
	inout PS2_CLK,
	inout PS2_DAT,
	inout PS2_CLK2,
	inout PS2_DAT2,
	output SD_CLK,
	inout SD_CMD,
	inout [3:0] SD_DAT,
	input SD_WP_N,
	output [7:0] VGA_B,
	output VGA_BLANK_N,
	output VGA_CLK,
	output [7:0] VGA_G,
	output VGA_HS,
	output [7:0] VGA_R,
	output VGA_SYNC_N,
	output VGA_VS,
	input AUD_ADCDAT,
	inout AUD_ADCLRCK,
	inout AUD_BCLK,
	output AUD_DACDAT,
	inout AUD_DACLRCK,
	output AUD_XCK,
	output EEP_I2C_SCLK,
	inout EEP_I2C_SDAT,
	output I2C_SCLK,
	inout I2C_SDAT,
	output ENET0_GTX_CLK,
	input ENET0_INT_N,
	output ENET0_MDC,
	input ENET0_MDIO,
	output ENET0_RST_N,
	input ENET0_RX_CLK,
	input ENET0_RX_COL,
	input ENET0_RX_CRS,
	input [3:0] ENET0_RX_DATA,
	input ENET0_RX_DV,
	input ENET0_RX_ER,
	input ENET0_TX_CLK,
	output [3:0] ENET0_TX_DATA,
	output ENET0_TX_EN,
	output ENET0_TX_ER,
	input ENET0_LINK100,
	output ENET1_GTX_CLK,
	input ENET1_INT_N,
	output ENET1_MDC,
	input ENET1_MDIO,
	output ENET1_RST_N,
	input ENET1_RX_CLK,
	input ENET1_RX_COL,
	input ENET1_RX_CRS,
	input [3:0] ENET1_RX_DATA,
	input ENET1_RX_DV,
	input ENET1_RX_ER,
	input ENET1_TX_CLK,
	output [3:0] ENET1_TX_DATA,
	output ENET1_TX_EN,
	output ENET1_TX_ER,
	input ENET1_LINK100,
	input TD_CLK27,
	input [7:0] TD_DATA,
	input TD_HS,
	output TD_RESET_N,
	input TD_VS,
	inout [15:0] OTG_DATA,
	output [1:0] OTG_ADDR,
	output OTG_CS_N,
	output OTG_WR_N,
	output OTG_RD_N,
	input OTG_INT,
	output OTG_RST_N,
	input IRDA_RXD,
	output [12:0] DRAM_ADDR,
	output [1:0] DRAM_BA,
	output DRAM_CAS_N,
	output DRAM_CKE,
	output DRAM_CLK,
	output DRAM_CS_N,
	inout [31:0] DRAM_DQ,
	output [3:0] DRAM_DQM,
	output DRAM_RAS_N,
	output DRAM_WE_N,
	output [19:0] SRAM_ADDR,
	output SRAM_CE_N,
	inout [15:0] SRAM_DQ,
	output SRAM_LB_N,
	output SRAM_OE_N,
	output SRAM_UB_N,
	output SRAM_WE_N,
	output [22:0] FL_ADDR,
	output FL_CE_N,
	inout [7:0] FL_DQ,
	output FL_OE_N,
	output FL_RST_N,
	input FL_RY,
	output FL_WE_N,
	output FL_WP_N,
	inout [35:0] GPIO,
	input HSMC_CLKIN_P1,
	input HSMC_CLKIN_P2,
	input HSMC_CLKIN0,
	output HSMC_CLKOUT_P1,
	output HSMC_CLKOUT_P2,
	output HSMC_CLKOUT0,
	inout [3:0] HSMC_D,
	input [16:0] HSMC_RX_D_P,
	output [16:0] HSMC_TX_D_P,
	inout [6:0] EX_IO
);
logic keydown;
logic [3:0] random_value;
Debounce deb0(
	.i_in(KEY[0]),
	.i_rst_n(KEY[1]),
	.i_clk(CLOCK_50),
	.o_neg(keydown)
);
Top top0(
	.i_clk(CLOCK_50),
	.i_rst_n(KEY[1]),
	.i_start(keydown),
	.o_random_out(random_value)
);
SevenHexDecoder seven_dec0(
	.i_hex(random_value),
	.o_seven_ten(HEX1),
	.o_seven_one(HEX0)
);
assign HEX2 = '1;
assign HEX3 = '1;
assign HEX4 = '1;
assign HEX5 = '1;
assign HEX6 = '1;
assign HEX7 = '1;
endmodule
module Debounce (
	input  i_in,
	input  i_clk,
	input  i_rst_n,
	output o_debounced,
	output o_neg,
	output o_pos
);
parameter CNT_N = 7;
localparam CNT_BIT = $clog2(CNT_N+1);
logic o_debounced_r, o_debounced_w;
logic [CNT_BIT-1:0] counter_r, counter_w;
logic neg_r, neg_w, pos_r, pos_w;
assign o_debounced = o_debounced_r;
assign o_pos = pos_r;
assign o_neg = neg_r;
always_comb begin
	if (i_in != o_debounced_r) begin
		counter_w = counter_r - 1;
	end else begin
		counter_w = CNT_N;
	end
	if (counter_r == 0) begin
		o_debounced_w = ~o_debounced_r;
	end else begin
		o_debounced_w = o_debounced_r;
	end
	pos_w = ~o_debounced_r &  o_debounced_w;  
	neg_w =  o_debounced_r & ~o_debounced_w;  
end
always_ff @(posedge i_clk or negedge i_rst_n) begin
	if (!i_rst_n) begin
		o_debounced_r <= '0;
		counter_r <= '0;
		neg_r <= '0;
		pos_r <= '0;
	end else begin
		o_debounced_r <= o_debounced_w;
		counter_r <= counter_w;
		neg_r <= neg_w;
		pos_r <= pos_w;
	end
end
endmodule
module SevenHexDecoder (
	input        [3:0] i_hex,
	output logic [6:0] o_seven_ten,
	output logic [6:0] o_seven_one
);
parameter D0 = 7'b1000000;
parameter D1 = 7'b1111001;
parameter D2 = 7'b0100100;
parameter D3 = 7'b0110000;
parameter D4 = 7'b0011001;
parameter D5 = 7'b0010010;
parameter D6 = 7'b0000010;
parameter D7 = 7'b1011000;
parameter D8 = 7'b0000000;
parameter D9 = 7'b0010000;
always_comb begin
	case(i_hex)
		4'h0: begin o_seven_ten = D0; o_seven_one = D0; end
		4'h1: begin o_seven_ten = D0; o_seven_one = D1; end
		4'h2: begin o_seven_ten = D0; o_seven_one = D2; end
		4'h3: begin o_seven_ten = D0; o_seven_one = D3; end
		4'h4: begin o_seven_ten = D0; o_seven_one = D4; end
		4'h5: begin o_seven_ten = D0; o_seven_one = D5; end
		4'h6: begin o_seven_ten = D0; o_seven_one = D6; end
		4'h7: begin o_seven_ten = D0; o_seven_one = D7; end
		4'h8: begin o_seven_ten = D0; o_seven_one = D8; end
		4'h9: begin o_seven_ten = D0; o_seven_one = D9; end
		4'ha: begin o_seven_ten = D1; o_seven_one = D0; end
		4'hb: begin o_seven_ten = D1; o_seven_one = D1; end
		4'hc: begin o_seven_ten = D1; o_seven_one = D2; end
		4'hd: begin o_seven_ten = D1; o_seven_one = D3; end
		4'he: begin o_seven_ten = D1; o_seven_one = D4; end
		4'hf: begin o_seven_ten = D1; o_seven_one = D5; end
	endcase
end
endmodule
module Top (
	input        i_clk,
	input        i_rst_n,
	input        i_start,
	output [3:0] o_random_out
);
parameter S_IDLE = 2'b00;
parameter S_PROC = 2'b01;
parameter S_STOP = 2'b10;
logic [3:0] o_random_out_r, o_random_out_w;
logic [5:0] cycle_r, cycle_w;
logic [31:0] period_r, period_w, counter_r, counter_w;
logic [3:0] seed_r;
logic i_start_pressed_r;
logic state_r, state_w;
assign o_random_out = o_random_out_r;
always_comb begin
	o_random_out_w = o_random_out_r;
	state_w        = state_r;
	counter_w = counter_r;
	cycle_w = cycle_r;
	period_w = period_r;
	case(state_r)
	S_IDLE: begin
		if ((i_start_pressed_r ^ i_start) && i_start) begin
			state_w = S_PROC;
			o_random_out_w = seed_r;
			counter_w = 4'b0;
			cycle_w = 4'b0;
			period_w <= 32'd1250;
		end
	end
	S_PROC: begin
		if (((i_start_pressed_r ^ i_start) && i_start)|| (cycle_r == 6'd15) ) begin
			state_w = S_STOP;
		end 
		else if (counter_r == period_r) begin
			counter_w = 0;
			if (((cycle_r+1'd1) & 6'b11) == 32'b0 && cycle_r) begin
				period_w = period_r << 1'b1;
			end
			cycle_w = cycle_r + 1;
			o_random_out_w = (o_random_out_w * 4'd5) + 4'd1;
		end
		else begin
			counter_w = counter_r + 1;
		end
	end
	S_STOP: begin
		if ((i_start_pressed_r ^ i_start) && i_start) begin
			state_w = S_IDLE;
		end
	end
	endcase
end
always_ff @(posedge i_clk or negedge i_rst_n) begin
	if (!i_rst_n) begin
		o_random_out_r <= 4'd0;
		state_r        <= S_IDLE;
		counter_r <= 4'd0;
		i_start_pressed_r <= 0;
		cycle_r <= 0;
		period_r <= 32'd1250;
		seed_r <= 0;
 	end
	else begin
		o_random_out_r <= o_random_out_w;
		state_r        <= state_w;
		counter_r <= counter_w;
		cycle_r <= cycle_w;
		period_r <= period_w;
		seed_r <= seed_r + 4'b1;
		if (i_start) begin
			i_start_pressed_r = 1;
		end
		else begin
			i_start_pressed_r = 0;
		end
	end
end
endmodule
==> notes.md <==
yosys + openroad results -> status=finished clean, count of library flops with an enable pin=0, Mapped Area=0.006491 mm2, Row Count=65, number of global-route vias before repair=4,469, slew at the pin closest to its max-slew limit=773.6 ps, Final Wtd Congestion=0.8778, via count=4,337, final WL=13,880 um, Port Buffers=13, clock buffer depth=2, Fmax=305.6 MHz, Post-synth regs=84, fp util=0.2041, TritonCTS clock tree=done, clock slew seen by the registers of the worst setup and hold paths=60 ps, pin count of the biggest net entering global routing=61, OpenROAD warnings=260, Initial DRT Pass Iterations=4, maximum vdd drop=0.1304 mV, layout cell share with drive strength beyond 1=0.04275, Power, Total=1509 uW, Total Routing Usage GR=0.06458, post-CTS setup buffers=0, hpwl dp=10,440 um, share of flip-flops with an asynchronous set or reset=1.000, synth warn=195, Critical Path AT=2090 ps, CTS resizes=0, DRT iter0 DRCs=221, Non-Filler Cell Area, Final=0.006457 mm2, endpoints left unconstrained=141, Yosys Chip Area=0.006491 mm2, Layout area overhead=-0.5205%, CP Class=reg2out, grt ovf=0, Post-synth seq share=0.3248, clock sinks=84, endpoints failing hold=0, fin crit period=3272 ps, WL/cell=11.50 um, Final Util=0.2031, Max Cap Viol=0, clk latency of the worst-skew pair=340 ps, power per cell area=233.7 mW/mm2, ys cells=767, Final ANT Viol Nets=0, Die X=200 um, setup slack, reg-to-reg=3020 ps, Synth Instances=767, Final Cycle Share=0.5546, clock root cell=clkbuf_16, Post-CTS Hold Buffers=0, Lkg Pwr=0.003174 uW, ANT cells=0, initial antenna violation count=1, Slew HR=0.4842, first-pass GRT wire length=21,780 um, data required time of the worst path=4720 ps, Dominant flop cell=dfrtp_1, final setup fails=0, number of CTS-inserted buffers=9, CP startpoint kind=flip-flop, Critical Path Sink Type=output pin, dpl cell area=0.006186 mm2, Worst Skew=9.584 ps, Die ar.=0.04000 mm2, Netlist cell types=58, die height=200 um, DR vias/cell=3.593, core area=0.03180 mm2, count of pins over their slew limit=0, DRC=0, H-tree lvl count=3, RSZ-0062 raised after global routing=false, I/O pin cnt=480, syn_area_per_cell=8.463 um2, setup TNS=0 ps, Hold WC Path Type=reg2reg, Critical Path Fanout Max=5
## report_power, final
group          switching, uW  internal [uW]  total, uW
clock                    213            309        523
sequential              42.9            610        653
combinational            199            135        334
## cell type report
class / count / area, um2
clock buffer: 16 / 271.5
fill: 3490 / 25340
inverter: 16 / 60.06
multi-input combinational: 635 / 3286
sequential: 84 / 2108
tap: 435 / 544.3
timing repair buffer: 21 / 187.7
## per-stage QoR
stage	hold slack, ps	worst slack [ps]	std cells
global route	417.9	2455	1207
detailed placement	386.6	3006	1191
global placement	384.6	2997	1191
finish	391.8	2628	1207
CTS	398.7	2630	1207
floorplan	367.7	3688	1002
## synthesized netlist by cell type (all sizes together), types with 2 or more instances
library cell | instances | share of area
conb | 2 | 0.0012
nand2b | 4 | 0.0039
inv | 16 | 0.0093
o22ai | 3 | 0.0029
nor2b | 7 | 0.0067
nand3 | 16 | 0.012
a21boi | 2 | 0.0023
or2 | 2 | 0.0019
nor3 | 10 | 0.0085
nand2 | 100 | 0.058
xnor2 | 4 | 0.0054
o21ai | 55 | 0.042
a22oi | 3 | 0.0035
buf | 254 | 0.29
and3 | 8 | 0.0077
dfrtp | 79 | 0.30
dfstp | 5 | 0.020
a31o | 4 | 0.0054
and4 | 3 | 0.0040
a21oi | 13 | 0.012
ha | 14 | 0.027
a21o | 6 | 0.0069
nand4 | 9 | 0.0096
clkbuf | 13 | 0.0075
o2bb2ai | 2 | 0.0027
o22a | 2 | 0.0027
mux2i | 5 | 0.0077
or3 | 4 | 0.0039
nor2 | 31 | 0.018
a22o | 3 | 0.0040
nor3b | 3 | 0.0035
xor2 | 37 | 0.050
o31ai | 8 | 0.0093
and2 | 5 | 0.0052
nor4 | 16 | 0.017
a31oi | 7 | 0.0067
## sequential cells by signal, summed over array words and instances (netlist names)
register and cells:
deb0.counter_r 3, top0.cycle_r 6, top0.state_r 1, top0.o_random_out_r 4
deb0.o_debounced_r 1, top0.i_start_pressed_r 1, top0.seed_r 4, top0.counter_r 32
deb0.neg_r 1, top0.period_r 31
## worst max-delay path: stages, from the launching register on
cell	delay, ps
dfrtp_1	430
inv_1	150
ha_1	350
nand2_1	100
o21ai_0	90
a21oi_1	150
clkdlybuf4s50_1	490
## metal layers
| layer | global-route usage | part of all wire | wire, um |
|---|---|---|---|
| met5 | 0 | 0.00086 | 12 |
| met4 | 0.008132 | 0.012 | 164 |
| met3 | 0.01892 | 0.093 | 1285 |
| met2 | 0.09722 | 0.42 | 5791 |
| met1 | 0.09265 | 0.48 | 6628 |
## path summary, 6_finish.rpt
path                       cells after the start                               start                                to
hold reg to reg                                0                deb0.neg_r$_DFF_PN0_  top0.i_start_pressed_r$_DFF_PN0_
hold / removal                                 0                deb0.neg_r$_DFF_PN0_  top0.i_start_pressed_r$_DFF_PN0_
min in group asynchronous                      1                              KEY[1]     top0.period_r[25]$_DFFE_PN0P_
setup reg to reg                               6       top0.counter_r[8]$_DFFE_PN0P_    top0.counter_r[13]$_DFFE_PN0P_
setup / recovery                               6  top0.o_random_out_r[0]$_DFFE_PN0P_                           HEX0[3]
max in group asynchronous                      2                              KEY[1]      top0.period_r[8]$_DFFE_PN0P_
## layout by cell type, fill, tap and decap left out, types with 3 or more instances in the layout
| cell type | instances |
|---|---|
| a21o_1 | 6 |
| a21oi_1 | 12 |
| a22o_1 | 3 |
| a22oi_1 | 3 |
| a31o_1 | 4 |
| a31oi_1 | 7 |
| and2_1 | 4 |
| and3_1 | 8 |
| and4_1 | 3 |
| buf_4 | 9 |
| clkbuf_1 | 5 |
| clkbuf_16 | 9 |
| clkdlybuf4s50_1 | 12 |
| conb_1 | 237 |
| dfrtp_1 | 79 |
| dfstp_2 | 5 |
| ha_1 | 14 |
| inv_1 | 16 |
| mux2i_1 | 5 |
| nand2_1 | 100 |
| nand2b_1 | 4 |
| nand3_1 | 16 |
| nand4_1 | 8 |
| nor2_1 | 31 |
| nor2b_1 | 7 |
| nor3_1 | 9 |
| nor3b_1 | 3 |
| nor4_1 | 14 |
| o21ai_0 | 50 |
| o21ai_1 | 5 |
| o22ai_1 | 3 |
| o31ai_1 | 8 |
| or3_1 | 4 |
| xnor2_1 | 4 |
| xor2_1 | 37 |
## cell families (layout without fill, tap and decap cells)
| logic type | count (synthesis) | after routing | share of synthesized area |
|---|---|---|---|
| other | 2 | 237 | 0.001157 |
| multiplexers | 5 | 5 | 0.007710 |
| XOR/XNOR | 41 | 41 | 0.05532 |
| flip-flops | 84 | 84 | 0.3248 |
| adder cells (fa/ha/maj) | 14 | 14 | 0.02699 |
| AND/OR/NAND/NOR | 220 | 220 | 0.1629 |
| buffers and inverters | 283 | 53 | 0.3059 |
| AND-OR/OR-AND | 118 | 118 | 0.1153 |
Power is estimated from default activity; no workload was simulated.
