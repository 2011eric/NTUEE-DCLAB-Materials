==> design.v <==
module AudRecorder(
	input i_rst_n, 
	input i_clk,
	input i_lrc,
	input i_start,
	input i_pause,
	input i_stop,
	input i_data,
	output [19:0] o_address,
	output [15:0] o_data,
    output o_valid,
    output o_full
);
logic [1:0] state, state_next;
logic [20:0] addr, addr_next;
logic [4:0] bit_cnt, bit_cnt_next; 
logic [15:0] data, data_next;
localparam S_IDLE = 2'd0, S_WAIT = 2'd1, S_PROC = 2'd2, S_PAUSE = 2'd3;
localparam ADDR_BASE = {21{1'b1}};  
assign o_address =  addr[19:0]; 
assign o_valid = ((state == S_WAIT) && (bit_cnt == 5'd16));
assign o_data = data;
assign o_full = (addr == {20{1'b1}});
always_comb begin 
    case (state)
        S_IDLE: begin
            addr_next = addr;
            bit_cnt_next = 5'd0;
            data_next = 16'd0;
            if(i_start) begin
                state_next = S_WAIT;
            end
            else begin
                state_next = state;
            end
        end 
        S_WAIT: begin
            if(addr == {20{1'b1}}) begin  
                state_next = S_IDLE;
            end
            if(i_stop) begin
                state_next = S_IDLE;
            end 
            else if(i_pause) begin
                state_next = S_PAUSE;
            end
            else if(i_lrc) begin  
                state_next = S_PROC;
            end else begin
                state_next = state;
            end
            addr_next = addr;
            bit_cnt_next = 5'd0;
            data_next = 16'd0;
        end
        S_PROC: begin
            state_next = state;
            addr_next = addr;
            bit_cnt_next = bit_cnt;
            data_next = data;
            if(i_stop) begin
                state_next = S_IDLE;
                addr_next = ADDR_BASE;
                bit_cnt_next = 5'd0;
                data_next = 16'd0;
            end
            else if(i_pause) begin
                state_next = S_PAUSE;
                addr_next = addr;
                bit_cnt_next = 5'd0;
                data_next = 16'd0;
            end 
            else if(bit_cnt < 5'd16) begin
                state_next = state;
                addr_next = addr;
                bit_cnt_next = bit_cnt + (i_lrc? 1:0);
                data_next = {data[14:0], i_data};
            end 
            else if(!i_lrc) begin  
                state_next = S_WAIT;
                addr_next = addr + 1'd1;
                bit_cnt_next = bit_cnt;
                data_next = data;
            end
        end 
        S_PAUSE: begin
            state_next = state;
            addr_next = addr;  
            bit_cnt_next = 5'd0;
            data_next = 16'd0;
            if(i_stop) begin
                state_next = S_IDLE;
            end
            else if(i_start) begin
                state_next = S_WAIT;
            end
        end
    endcase
end
always_ff @(posedge i_clk, negedge i_rst_n) begin 
    if(~i_rst_n) begin
        state <= S_IDLE;
        addr <= ADDR_BASE;
        bit_cnt <= 5'd0;
        data <= 16'd0;
    end 
    else begin
        state <= state_next;
        addr <= addr_next;
        bit_cnt <= bit_cnt_next;
        data <= data_next;
    end
end
endmodule
==> run.sh <==
#!/bin/bash
# OpenROAD 26Q1-2900-gdf79404cd8, Yosys 0.63+post, stock flow scripts
make -C /OpenROAD-flow-scripts/flow DESIGN_CONFIG=/design/flow/config.mk WORK_HOME=/design/flow/orfs finish
==> config.mk <==
export PLATFORM = sky130hd
export DESIGN_NAME = AudRecorder
export DESIGN_NICKNAME = AudRecorder
export VERILOG_FILES = /design/flow/design.v
export SDC_FILE = /design/flow/constraint.sdc
export NUM_CORES = 4
export LEC_CHECK = 1
export CORE_UTILIZATION = 40
==> constraint.sdc <==
current_design AudRecorder

set clk_period 4.8
set clk_io_pct 0.2

create_clock -name clk0 -period $clk_period [get_ports {i_clk}]

set non_clock_inputs [all_inputs -no_clocks]
set_input_delay [expr $clk_period * $clk_io_pct] -clock clk0 $non_clock_inputs
set_output_delay [expr $clk_period * $clk_io_pct] -clock clk0 [all_outputs]
==> summary.txt <==
yosys + openroad results -> number of distinct library cells after synthesis 52, largest driver fanout on the critical path 8, count of state elements after synthesis 46, Non-Filler Instances 321, number of buffers between clock root and the deepest sink 2, simple-gate share of the synthesized area 20.5%, status completed, H-tree lvl count 2, Cell Rows 27, global route overflow 0, setup TNS 0 ns, main combinational cell family by area after synthesis simple AND/OR/NAND/NOR gates, vias after detailed routing 1,755, type of the worst setup path register to output pin, global-route wire length before repair 7780 um, number of antenna violations at the first check in global routing 0, length in cells of the worst reg-to-reg path 5, drc violations 0, Setup Skew 0.00818 ns, synthesis-to-finish area growth 19.4%, portion of synthesized cell area occupied by the leading cell type 25.1%, async set-reset flop share out of synthesis 100%, combined global-route utilization of all metal layers 16.2%, CTS Hold Bufs 0, fin crit period 3.42 ns, dpl cells 313, Worst EP arrival 2.46 ns, beginning of the worst register-to-register path addr[0], Peak Freq 0.292 GHz, chip area 0.00631 mm2, routed length per instance 14.6 um, buffer type at the clock tree root sky130_fd_sc_hd__clkbuf_8, number of violations reported at the end of detailed-routing iteration 0 71, fraction of final layout cells with drive strength greater than 1 16.5%, via count of the first global-routing pass 1,597, # clock sinks 46, Max Slew Vio Count 0, DRT Pass-1 Iters 4, count of input and output buffers 44, Max IR drop VDD 0.000259 V, final worst hold slack 0.499 ns, xor/xnor cell area share of the yosys netlist 1.46%, worst hold path type register to register, cell count in the Yosys report 222, post-cts repair resize count 0, fin crit share 71.3%, area of the core region 0.00564 mm2, element type at the critical path end output pin, Synth Flop Type sky130_fd_sc_hd__dfrtp_1, worst hold start state[0], maximum number of pins on one net before global-route repair 47, Worst Hold Path EP state[0], max cap viols 0, sequential share of the synthesized area 49.2%, capture instance of the worst register-to-register path addr[18], Filler Cells Inserted 518, global placement routability congestion 0.772, post-synthesis average cell area 10.8 um2, number of buffers inserted during clock tree synthesis 5, clock latency on the worst-skew pair 0.30 ns, total length of routed wires 4700 um, Die Width 79.4 um, TritonCTS clock tree built, power density of the placed cells 507 mW/mm2, number of warnings issued by yosys 1, DP Wirelength 3180 um, share of the core filled by cells before placement 42.5%, dominant cell type by area after synthesis sky130_fd_sc_hd__dfrtp_1, area figure in the yosys stat output 0.00240 mm2, Boundary Pins 45, Register-to-Register Setup Slack 2.79 ns, aoi share 18.3%, top cells by area in the synthesized netlist sky130_fd_sc_hd__dfrtp_1 (25%), sky130_fd_sc_hd__dfstp_2 (24%), sky130_fd_sc_hd__a22o_1 (6.9%), required time reported for the critical path endpoint 3.84 ns, Post-synth mux share 0.418%, Final setup violation count 0, setup slack at placement 1.72 ns, minimum setup slack in the final design 1.38 ns, Post CTS Setup Buffer Count 0, vias per inst 5.47, Placed Area 0.00275 mm2, synthesized cell area 0.00240 mm2, total count of hold-check failures in the final report 0, worst hold path stage count 2, number of inserted diodes 0, number of enable-type register cells in the synthesized netlist 0, height of the die 79.4 um, clk slew on worst S/H paths 0.08 ns, residual antenna-violating net count after detailed routing 0, setup repair after global routing missed its margin false, measured slew at the worst slew-check pin 0.719 ns, Worst setup SP type register, warning total across the stage logs 25, finished layout cell area 0.00286 mm2, static leakage 1.18 nW, cells after synthesis 222, worst slew slack as a fraction of its limit 52.1%, Adder Area Share 1.57%
==> worst max path at each step <==
| stage | start | to | slack, ns | cells after the start |
|---|---|---|---|---|
| 6_report | addr[12] | o_full | 1.38 | 5 |
| 5_1_grt | addr[0] | o_full | 1.25 | 6 |
| 4_1_cts | addr[12] | o_full | 1.36 | 5 |
==> area by class of cell <==
cell class | count | area, um2 | share of cell area [%]
multi-input combinational | 146 | 1020 | 35.6
timing repair buffer | 47 | 458 | 16.0
sequential | 46 | 1180 | 41.2
inverter | 2 | 7.51 | 0.262
tap | 72 | 90.1 | 3.15
clock inverter | 2 | 37.5 | 1.31
clock buffer | 6 | 72.6 | 2.53
==> metrics by stage <==
step,util [%],power (W)
2_1_floorplan,-,0.00104
3_3_place_gp,48.8,0.00116
3_5_place_dp,48.8,0.00117
4_1_cts,50.7,0.00147
5_1_grt,50.7,0.00156
6_report,50.7,0.00145
==> layer usage <==
layer	routed length (um)	track usage (%)	vias up	share of wire, %
li1	-	-	867	-
met1	2430	27.7	846	52
met2	2030	23.3	36	43
met3	170	2.67	6	3.6
met4	61	1.82	0	1.3
met5	0	0	-	0
==> report_power, final <==
part	switching, W	internal [W]	leakage [nW]	total [W]
sequential	0.0000945	0.000512	0.566	0.000607
clock	0.000135	0.000155	0.0514	0.000291
combinational	0.000266	0.000287	0.561	0.000553
==> worst max-delay path, cell delays in order, from the launching register on <==
cell	delay, ns
sky130_fd_sc_hd__dfstp_2	0.59
sky130_fd_sc_hd__and4_1	0.28
sky130_fd_sc_hd__nand3_1	0.13
sky130_fd_sc_hd__or4_1	0.59
sky130_fd_sc_hd__nor2_1	0.12
sky130_fd_sc_hd__clkdlybuf4s50_1	0.46
==> logic make-up after synthesis <==
kind of cell               after synthesis
and+or+nand+nor                         79
AOI/OAI and AO/OA                       59
DFF                                     46
buffers and inverters                   30
xor gates and xnor gates                 4
adders and majority gates                3
muxes                                    1
==> Yosys cell counts, drive strengths merged (2+ instances only) <==
| master | number |
|---|---|
| inv | 2 |
| or4 | 5 |
| o211ai | 2 |
| nor2 | 8 |
| clkbuf | 4 |
| a21o | 4 |
| o2111ai | 2 |
| nor2b | 2 |
| nand2 | 11 |
| xnor2 | 3 |
| and3 | 2 |
| dfstp | 22 |
| dfrtp | 24 |
| nand3 | 17 |
| o31ai | 7 |
| nor3b | 2 |
| and2 | 4 |
| nor3 | 5 |
| nand4 | 2 |
| buf | 24 |
| nand2b | 3 |
| a22o | 19 |
| o21bai | 2 |
| or3 | 6 |
| and4 | 4 |
| ha | 3 |
| or3b | 3 |
| a21oi | 4 |
| o21ai | 12 |
==> cells in the final DEF (no fill, tap or decap), types with 7 or more instances in the layout <==
cell,synthesis,layout
sky130_fd_sc_hd__dfrtp_1,24,24
sky130_fd_sc_hd__nand3_1,16,16
sky130_fd_sc_hd__nand2_1,11,11
sky130_fd_sc_hd__dfstp_2,22,22
sky130_fd_sc_hd__clkdlybuf4s50_1,0,43
sky130_fd_sc_hd__o31ai_1,7,7
sky130_fd_sc_hd__nor2_1,8,8
sky130_fd_sc_hd__o21ai_0,12,12
sky130_fd_sc_hd__a22o_1,19,19
==> registers in the layout, indices dropped and copies added, names as in the netlist <==
| name | flops |
|---|---|
| addr | 21 |
| state | 4 |
| data | 16 |
| bit_cnt | 5 |
Power figures rest on the tool's default switching activity, not on a simulated workload.
